==> flow/design.v <==
module RS (
    input wire clk_in,
    input wire rst_in,
    input wire rdy_in,
    input wire clear,
    output reg RS_is_full,
    input wire RS_in,
    input wire [4:0] ROB_Number,
    input wire [5:0] OpCode_RS,
    input wire [31:0] Reg_Status_1_RS,
    input wire [31:0] Reg_Data_1_RS,
    input wire [31:0] Reg_Status_2_RS,
    input wire [31:0] Reg_Data_2_RS,
    input wire [31:0] Inst_debug_in,
    input wire commit_en,
    input wire[4:0] commit_Number,
    input wire[31:0] commit_val,
    output reg Calc_en,
    output reg[5:0] OpCode_o,
    output reg[31:0] val1,
    output reg[31:0] val2,
    output reg[4:0] ROB_Number_o
);
reg valid[31:0];
reg[31:0] RS1_data[31:0];
reg[31:0] RS2_data[31:0];
reg[31:0] RS1_status[31:0];
reg[31:0] RS2_status[31:0];
reg[4:0] ROB_id[31:0];
reg[31:0] _Inst[31:0];
reg[5:0] OpCode[31:0];
integer i;
reg goal1;
reg[31:0] Addr1;
reg[31:0] free;
reg[31:0] Addr2;
always @(posedge clk_in) begin
    if(rst_in||clear) begin
        for(i=0;i<32;i=i+1) begin
            valid [i] <= 1'b0;
        end
        Calc_en <= 1'b0;
    end
    else if(rdy_in) begin
        if(RS_in) begin
            if(free!=1'b0) begin
                    valid[Addr2] <= 1'b1;
                    if(commit_en&&Reg_Status_1_RS==commit_Number) begin
                        RS1_status[Addr2] <= 32'd1000;
                        RS1_data[Addr2] <= commit_val;
                    end
                    else begin
                        RS1_status[Addr2] <= Reg_Status_1_RS;
                        RS1_data[Addr2] <= Reg_Data_1_RS;
                    end
                    if(commit_en&&Reg_Status_2_RS==commit_Number) begin
                        RS2_status[Addr2] <= 32'd1000;
                        RS2_data[Addr2] <= commit_val;
                    end
                    else begin
                        RS2_status[Addr2] <= Reg_Status_2_RS;
                        RS2_data[Addr2] <= Reg_Data_2_RS;
                    end
                    ROB_id[Addr2] <= ROB_Number;
                    OpCode[Addr2] <= OpCode_RS;_Inst[Addr2] <= Inst_debug_in;
            end
        end
        if(commit_en) begin
            for(i=0;i<32;i=i+1) begin
                if(valid[i]) begin 
                    if(RS1_status[i]==commit_Number) begin
                        RS1_status[i] <= 32'd1000;
                        RS1_data[i] <= commit_val;
                    end
                    if(RS2_status[i]==commit_Number) begin
                        RS2_status[i] <= 32'd1000;
                        RS2_data[i] <= commit_val;
                    end
                end
            end
        end
        if(goal1)begin
            valid[Addr1] <= 1'b0;
            Calc_en <= 1'b1;
            val1 <= RS1_data[Addr1];
            val2 <=RS2_data[Addr1];
            OpCode_o <= OpCode[Addr1];
            ROB_Number_o <= ROB_id[Addr1];
        end
        else begin
            Calc_en <= 1'b0;
        end
    end
end
always @(*) begin
    goal1 = 1'b0;
    Addr1 = 0;
    for(i=0;i<32;i=i+1) begin
        if(valid[i]) begin
            if(RS1_status[i]==32'd1000&&RS2_status[i]==32'd1000) begin
                goal1 = 1'b1;
                Addr1 = i;
            end
        end
    end
end
always @(*) begin
    free = 0;
    RS_is_full = 1'b1;
    Addr2 = 0;
    for(i=0;i<32;i=i+1) begin
        if(!valid[i]) begin
            if(free==0) free= 1;
            if(free==1) free= 2;
            if(free==2) free= 3;
            Addr2 = i;
        end
    end
    if(free==3) RS_is_full = 0;
end
endmodule
==> flow/run.sh <==
#!/bin/bash
# OpenROAD 26Q1-2900-gdf79404cd8, Yosys 0.63+post, stock flow scripts
make -C /OpenROAD-flow-scripts/flow DESIGN_CONFIG=/design/flow/config.mk WORK_HOME=/design/flow/orfs finish
==> flow/config.mk <==
export PLATFORM = sky130hd
export DESIGN_NAME = RS
export DESIGN_NICKNAME = RS
export VERILOG_FILES = /design/flow/design.v
export SDC_FILE = /design/flow/constraint.sdc
export NUM_CORES = 4
export LEC_CHECK = 1
export CORE_UTILIZATION = 30
export SYNTH_MEMORY_MAX_BITS = 65536
==> flow/constraint.sdc <==
current_design RS

set clk_period 76.8
set clk_io_pct 0.2

create_clock -name clk0 -period $clk_period [get_ports {clk_in}]

set non_clock_inputs [all_inputs -no_clocks]
set_input_delay [expr $clk_period * $clk_io_pct] -clock clk0 $non_clock_inputs
set_output_delay [expr $clk_period * $clk_io_pct] -clock clk0 [all_outputs]
==> flow_summary.yaml <==
# physical design summary
outcome:
  outcome: "finished, final reports clean"
worst_setup_path:
  cp.arrival_ns: 20.06
  cpPeakStageDelay_ns: 0.94
  crit_start: "clear"
  start_kind: "input port"
  worst_path_max_delay_cell: "nand2_2"
  regToRegSetupSlack_ns: 68.92
  path_delay_family: "simple AND/OR/NAND/NOR gates"
  cp-end-kind: "flip-flop"
  reg2reg_from: "RS2_status[2][31]"
  path_max_fanout: 37
  crit_required_ns: 77.54
  critPathKind: "input port to flip-flop"
  crit_chain: "clkdlybuf4s50_1, nor2_4, buf_4, and3_1, buf_4, buf_4, nand2_1, or4_4, nand2_2, buf_4"
  crit_path_frequent_cell: "buf_4"
  critPathBufInv: 5
finish:
  final_core_util: 0.346
  syn_to_final_growth_pct: 14.7
  drive_gt1_frac: 0.0919
  fin_cells: 28400
  design_area_sq_mm: 0.222
synth:
  xor_share: 0.0150
  ys_sh_aoi: 0.154
  synth_seq_share: 0.601
  ys_ff: 4556
  synth.comb.largest_family: "simple AND/OR/NAND/NOR gates"
  syn_area_sq_mm: 0.193
  synth.avg_cell_area_sq_um: 9.74
  yosys-stat-cells: 19800
  ys_sh_simple: 0.163
  synthCells: 19800
  synth_cell_type_count: 98
  edf_count: 2475
  synthArstFlopShare: 0
  ys_area_sq_mm: 0.193
  synthAdderAreaFrac: 0
  synth_top_flop_cell: "edfxtp_1"
  yosysWarnings: 1
  mux_share: 0.0289
floorplan:
  die_area_sq_mm: 0.647
  die_x_um: 804
  row_count: 294
  ioPinCount: 291
  die_h_um: 804
  core_sq_mm: 0.641
  fp_util: 0.301
job:
  drv_cap: 0
  warnings: 59
drt:
  avgRoutedWirePerCell_um: 27.1
  first_iter_violations: 15900
  vias_per_cell: 5.47
  wirelength_um: 770000
  antenna_left: 0
  dr.pass1.iters: 9
  detail_route.drc_violations: 0
  vias: 155000
clocking:
  root_buffer: "clkbuf_16"
  postCtsHoldBufs: 0
  numCtsBuffers: 441
  clk_pin_slew_worst_paths_ns: 0.06
  clk_latency_ns: 1.12
  post-cts-setup-buffer-count: 0
  cts.path.max_buffers: 4
  tritoncts: "done"
  cts-resized-gates: 0
  htreeDepth: 5
  cts_sinks: 4556
timing:
  setup_viol: 0
  worst_slew_pin_slew_ns: 1.26
  rsz0062_at_grt: "no"
  slew_headroom: 0.160
  setup_slack_ns: 57.47
  finClkSkew_ns: 0.127
  fin_tns_setup_ns: 0
  hold_viol: 0
  slew_viol_final: 0
  fmax_ghz: 0.0517
  finalCriticalPeriod_ns: 19.33
  period_used_share: 0.252
place:
  dpl_cell_area_sq_mm: 0.207
  placed_cells: 27500
  gp_congestion: 1.01
  port_buffers: 258
  dpl.hpwl_um: 491000
  dp_slack_ns: 56.61
grt:
  track_usage: 0.242
  grt_pass1_wl_um: 1070000
  grt_pass1_vias: 145000
  overflow: 0
  grt_max_degree: 90
  grt_antenna_before_repair: 46
power_and_ir_drop:
  power.leakage_nw: 78.8
  p_per_area_mw_per_mm2: 22.2
  vdd_drop_max_uv: 21.1
hold_path:
  min_from: "RS2_status[21][16]"
  holdCritPathClass: "flip-flop to flip-flop"
-- power breakdown --
part           internal [mW]  switching, mW
combinational         0.0467          0.110
sequential              2.57        0.00282
clock                   1.22          0.973
-- sequential cells by signal, summed over array words and instances (netlist names) --
name,flops
RS1_status,1024
RS1_data,1024
OpCode_o,6
val2,32
valid,32
ROB_id,160
ROB_Number_o,5
RS2_data,1024
OpCode,192
Calc_en,1
RS2_status,1024
val1,32
-- stage by stage --
stage / total power [mW] / hold slack [ns]
after CTS: 4.94 / 0.450
after detailed placement: 2.78 / 0.435
after global placement: 2.78 / 0.426
final: 4.93 / 0.446
after floorplan: 2.71 / 0.416
after global routing: 5.04 / 0.464
-- metal layers --
layer	GRT usage	part of all wire	wire, um	vias up
met5	0.0335	0.0038	2910	-
met3	0.169	0.17	133000	2069
met1	0.290	0.35	273000	73200
li1	-	-	-	70100
met4	0.107	0.056	43400	77
met2	0.333	0.41	317000	9715
-- cell usage in the layout, fill, tap and decap left out, drive strengths merged, types with 263 or more instances in the layout --
master	instances
buf	736
o21ai	1733
dfxtp	2081
clkbuf	598
nor4	429
a21oi	2380
mux2i	455
nand2	2551
nand3	548
edfxtp	2475
nor2	2743
nand4	263
-- final cells by class --
cell class | count | area, sq um
Fill cell | 62500 | 420000
Sequential cell | 4556 | 116000
Multi-Input combinational cell | 13300 | 72400
Clock buffer | 598 | 12300
Tap cell | 8584 | 10700
Timing Repair Buffer | 957 | 7680
Clock inverter | 205 | 2010
Inverter | 71 | 272
Antenna cell | 72 | 180
-- tightest hold or removal path, stage by stage (launching register included) --
cell and delay [ns]:
dfxtp_1 0.32, nand2_1 0.04, o21ai_0 0.05
-- worst paths after layout --
path | endpoint | cells past startpoint
max | RS1_data[1][16] | 10
min | RS2_status[21][16] | 2
max reg2reg | OpCode_o[2] | 16
min reg2reg | RS2_status[21][16] | 2
-- cells by family (layout without fill, tap and decap cells) --
| kind of cell | after synthesis | count (layout) |
|---|---|---|
| simple gates | 7248 | 7248 |
| compound gates | 5203 | 5203 |
| flops | 4556 | 4556 |
| buf+inv | 1940 | 1831 |
| mux | 547 | 547 |
| xor+xnor | 330 | 330 |
| other cells | 0 | 72 |
-- synthesized netlist by cell type, types with 25 or more instances --
| cell type | number | area (sq um) |
|---|---|---|
| a211oi_1 | 36 | 270 |
| a21boi_0 | 131 | 983 |
| a21oi_1 | 2379 | 11900 |
| a221o_1 | 48 | 480 |
| a221oi_1 | 47 | 412 |
| a222oi_1 | 178 | 1780 |
| a22o_1 | 100 | 876 |
| a22oi_1 | 127 | 953 |
| a31oi_1 | 56 | 350 |
| and2_1 | 124 | 776 |
| and3_1 | 65 | 407 |
| buf_1 | 90 | 338 |
| buf_2 | 54 | 270 |
| clkbuf_1 | 1720 | 6460 |
| dfxtp_1 | 2081 | 41700 |
| edfxtp_1 | 2475 | 74300 |
| inv_1 | 68 | 255 |
| mux2_2 | 72 | 811 |
| mux2i_1 | 455 | 4550 |
| nand2_1 | 2551 | 9580 |
| nand3_1 | 548 | 2740 |
| nand4_1 | 263 | 1650 |
| nand4b_1 | 49 | 429 |
| nor2_1 | 2742 | 10300 |
| nor2b_1 | 25 | 156 |
| nor3_1 | 222 | 1110 |
| nor4_1 | 417 | 2610 |
| o211ai_1 | 111 | 833 |
| o21ai_0 | 1724 | 8630 |
| o22a_1 | 55 | 482 |
| o22ai_1 | 58 | 363 |
| or3_1 | 65 | 407 |
| or4_1 | 50 | 375 |
| xnor2_1 | 144 | 1260 |
| xor2_1 | 186 | 1630 |
Power figures rest on the tool's default switching activity, not on a simulated workload.
