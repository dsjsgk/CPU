<file path="flow/design.v">
module LSB (
    input wire clk_in,
    input wire rst_in,
    input wire rdy_in,
    input wire clear,
    input wire en_in,
    input wire [5:0] OpCode,
    input wire [31:0] Reg_Status_1,
    input wire [31:0] Reg_Data_1,
    input wire [31:0] Reg_Status_2,
    input wire [31:0] Reg_Data_2,
    input wire [31:0] imm_LSB,
    input wire [4:0] ROB_NumbertoLSB,
    input wire [31:0] Inst_debug_in,
    output reg LSB_is_full,
    input wire en_commit,
    input wire[4:0] ROB_Number,
    input wire[4:0] Reg_Number,
    input wire[31:0] Reg_Val,
    output reg LSB_in,
    output reg[4:0] ROB_Number_LSB,
    output reg[31:0] Value,
    input wire[4:0] ROB_head,
    input wire is_Store,
    output reg data_w_en,
    output reg[31:0] data_addr,
    output reg[31:0] data_val,
    output reg data_r_en,
    output reg[3:0] data_len,
    input wire LSB_en_o,
    input wire[31:0] LSB_data_o
);
parameter size = 32;
reg[31:0] Reg_Status1[31:0];
reg[31:0] Reg_Data1[31:0];
reg[31:0] Reg_Status2[31:0];
reg[31:0] Reg_Data2[31:0];
reg[31:0] _OpCode[31:0];
reg[31:0] ROB_Number_[31:0];
reg[31:0] Imm[31:0];
reg[31:0] _Inst[31:0];
reg Commited[31:0];
reg Valid[31:0];
reg[31:0] head,tail;
wire[31:0] _head,_tail;
wire[31:0] temp;
assign temp = (Imm[head]+Reg_Data1[head]);
assign _tail = (en_in&&!clear)?((tail+1)%size):tail;
integer i;
reg [31:0] commited_number;
always @(posedge clk_in) begin
    if(rst_in) begin
        head <= 0;
        tail <= 0;
        data_w_en <= 1'b0;
        data_r_en <= 1'b0;
        LSB_in <= 1'b0;
        LSB_is_full <= 1'b0;
        commited_number <= 0;
        for(i=0;i<32;i=i+1) begin
            Valid[i] <= 0;
        end
    end
    else if(rdy_in) begin
        if(en_in&&!clear) begin
            if(en_commit) begin
                if((ROB_Number==Reg_Status_1)) begin
                    Reg_Status1[tail] <= 32'd1000;
                    Reg_Data1[tail] <= Reg_Val;
                end
                else begin
                    Reg_Status1[tail] <= Reg_Status_1;
                    Reg_Data1[tail] <= Reg_Data_1;
                end
                if((ROB_Number==Reg_Status_2)) begin
                    Reg_Status2[tail] <= 32'd1000;
                    Reg_Data2[tail] <= Reg_Val;
                end
                else begin
                    Reg_Status2[tail] <= Reg_Status_2;
                    Reg_Data2[tail] <= Reg_Data_2;
                end
            end
            else begin
                Reg_Status1[tail] <= Reg_Status_1;
                Reg_Data1[tail] <= Reg_Data_1;
                Reg_Status2[tail] <= Reg_Status_2;
                Reg_Data2[tail] <= Reg_Data_2;
            end
            Valid[tail] <= 0;
            _OpCode[tail] <= OpCode;
            ROB_Number_[tail] <= ROB_NumbertoLSB;
            Imm[tail] <=imm_LSB;
            _Inst[tail] <= Inst_debug_in;
            Commited[tail] <= 0;
        end
        if(en_commit)begin
            for(i=0;i<32;i=i+1) begin
                if(i!=tail) begin
                    if(Reg_Status1[i]==ROB_Number) begin
                        Reg_Status1[i]<=32'd1000;
                        Reg_Data1[i]<=Reg_Val;
                    end
                    if(Reg_Status2[i]==ROB_Number) begin
                        Reg_Status2[i]<=32'd1000;
                        Reg_Data2[i]<=Reg_Val;
                    end
                    if(ROB_Number_[i]==ROB_Number) begin
                        Commited[i] <= 1'b1;
                    end
                end
            end
        end
        if(!clear)
        begin
        tail <= _tail;
        end
        else begin
            tail <= (head+commited_number)%size;
        end
        if((!clear&&head!=tail)||(clear&&commited_number)) begin 
            if(Valid[head]) begin
                if(LSB_en_o) begin
                    head <= (head+1)%size;
                    case(_OpCode[head])
                    6'b000000,6'b000001,6'b000010,6'b000011,6'b000100:begin
                        LSB_in <= 1'b1;
                        ROB_Number_LSB <= ROB_Number_[head];
                        data_w_en <= 1'b0;
                        data_r_en <=1'b0;
                        commited_number <= commited_number + (en_commit&is_Store);
                        case(_OpCode[head])
                        6'b000000:begin
                            if(LSB_data_o[7])begin
                                Value <={{24{1'b1}},LSB_data_o[7:0]};
                            end
                            else Value<= LSB_data_o;
                        end
                        6'b000001:begin
                            if(LSB_data_o[15])begin
                                Value <={{16{1'b1}},LSB_data_o[15:0]};
                            end
                            else Value<= LSB_data_o;
                        end
                        6'b000010,6'b000011,6'b000100:begin
                            Value <= LSB_data_o;
                        end
                        endcase
                    end
                    default:begin
                        commited_number <= commited_number + (en_commit&is_Store) -1;
                        data_w_en <= 0;
                        data_r_en <= 0;
                        LSB_in <= 0;
                    end
                    endcase
                    LSB_is_full <= (((_tail+1)%size==(head+1)%size)||((_tail+2)%size==(head+1)%size)||((_tail+3)%size==(head+1)%size)||((_tail+4)%size==(head+1)%size));
                end
                else begin
                    commited_number <= commited_number + (en_commit&is_Store) ;
                    LSB_in <= 1'b0;
                    LSB_is_full <= (((_tail+1)%size==head)||((_tail+2)%size==head)||((_tail+3)%size==head)||((_tail+4)%size==head));
                end
            end
            else begin
                commited_number <= commited_number + (en_commit&is_Store) ;
                case(_OpCode[head])
                6'b000000:begin
                    if((Reg_Status1[head]==32'd1000)&&(!(temp[17:16]==2'b11&&ROB_head!=ROB_Number_[head])))  begin
                        Valid[head] <= 1;
                        LSB_in <= 1'b0;
                        data_w_en <=1'b0;
                        data_r_en <=1'b1;
                        data_addr <= Imm[head]+Reg_Data1[head];
                        data_len <= 1;
                    end
                    else begin
                        LSB_in <= 1'b0;
                        data_w_en <=1'b0;
                        data_r_en <=1'b0;
                    end
                end
                6'b000001:begin
                    if((Reg_Status1[head]==32'd1000)&&(!(temp[17:16]==2'b11&&ROB_head!=ROB_Number_[head]))) begin
                        Valid[head] <= 1;
                        LSB_in <= 1'b0;
                        data_w_en <=1'b0;
                        data_r_en <=1'b1;
                        data_addr <= Imm[head]+Reg_Data1[head];
                        data_len <= 2;
                    end
                    else begin
                        LSB_in <= 1'b0;
                        data_w_en <=1'b0;
                        data_r_en <=1'b0;
                    end
                end
                6'b000010:begin
                    if((Reg_Status1[head]==32'd1000)&&(!(temp[17:16]==2'b11&&ROB_head!=ROB_Number_[head]))) begin
                        Valid[head] <= 1;
                        LSB_in <= 1'b0;
                        data_w_en <=1'b0;
                        data_r_en <=1'b1;
                        data_addr <= Imm[head]+Reg_Data1[head];
                        data_len <= 4;
                    end
                    else begin
                        LSB_in <= 1'b0;
                        data_w_en <=1'b0;
                        data_r_en <=1'b0;
                    end
                end
                6'b000011:begin
                    if((Reg_Status1[head]==32'd1000)&&(!(temp[17:16]==2'b11&&ROB_head!=ROB_Number_[head]))) begin
                        Valid[head] <= 1;
                        LSB_in <= 1'b0;
                        data_w_en <=1'b0;
                        data_r_en <=1'b1;
                        data_addr <= Imm[head]+Reg_Data1[head];
                        data_len <= 1;
                    end
                    else begin
                        LSB_in <= 1'b0;
                        data_w_en <=1'b0;
                        data_r_en <=1'b0;
                    end
                end
                6'b000100:begin
                    if((Reg_Status1[head]==32'd1000)&&(!(temp[17:16]==2'b11&&ROB_head!=ROB_Number_[head]))) begin
                        Valid[head] <= 1;
                        LSB_in <= 1'b0;
                        data_w_en <=1'b0;
                        data_r_en <=1'b1;
                        data_addr <= Imm[head]+Reg_Data1[head];
                        data_len <= 2;
                    end
                    else begin
                        LSB_in <= 1'b0;
                        data_w_en <=1'b0;
                        data_r_en <=1'b0;
                    end
                end
                6'b000101:begin
                    if(Commited[head]) begin
                        Valid[head] <= 1;
                        LSB_in <= 1'b0;
                        data_w_en <=1'b1;
                        data_r_en <=1'b0;
                        data_addr <= Imm[head]+Reg_Data1[head];
                        data_val <= Reg_Data2[head][7:0];
                        data_len <= 1;
                    end
                    else begin
                        LSB_in <= 1'b0;
                        data_w_en <=1'b0;
                        data_r_en <=1'b0;
                    end
                end
                6'b000110:begin
                    if(Commited[head]) begin
                        Valid[head] <= 1;
                        LSB_in <= 1'b0;
                        data_w_en <=1'b1;
                        data_r_en <=1'b0;
                        data_addr <= Imm[head]+Reg_Data1[head];
                        data_val <= Reg_Data2[head][15:0];
                        data_len <= 2;
                    end
                    else begin
                        LSB_in <= 1'b0;
                        data_w_en <=1'b0;
                        data_r_en <=1'b0;
                    end
                end
                6'b000111:begin
                    if(Commited[head]) begin
                        Valid[head] <= 1;
                        LSB_in <= 1'b0;
                        data_w_en <=1'b1;
                        data_r_en <=1'b0;
                        data_addr <= Imm[head]+Reg_Data1[head];
                        data_val <= Reg_Data2[head];
                        data_len <= 4;
                    end
                    else begin
                        LSB_in <= 1'b0;
                        data_w_en <=1'b0;
                        data_r_en <=1'b0;
                    end
                end
                default:begin
                     LSB_in <= 1'b0;
                        data_w_en <=1'b0;
                        data_r_en <=1'b0;
                end
                endcase
                LSB_is_full <= (((_tail+1)%size==head)||((_tail+2)%size==head)||((_tail+3)%size==head)||((_tail+4)%size==head));
            end
        end
        else begin
            commited_number <= commited_number + (en_commit&is_Store) ;
            LSB_in <= 1'b0;
            data_w_en <=1'b0;
            data_r_en <=1'b0;
            LSB_is_full <= (((_tail+1)%size==head)||((_tail+2)%size==head)||((_tail+3)%size==head)||((_tail+4)%size==head));
        end
    end
end
endmodule
</file>
<file path="flow/run.sh">
#!/bin/bash
# OpenROAD 26Q1-2900-gdf79404cd8, Yosys 0.63+post, stock flow scripts
make -C /OpenROAD-flow-scripts/flow DESIGN_CONFIG=/design/flow/config.mk WORK_HOME=/design/flow/orfs finish
</file>
<file path="flow/config.mk">
export PLATFORM = sky130hd
export DESIGN_NAME = LSB
export DESIGN_NICKNAME = LSB
export VERILOG_FILES = /design/flow/design.v
export SDC_FILE = /design/flow/constraint.sdc
export NUM_CORES = 4
export LEC_CHECK = 1
export CORE_UTILIZATION = 30
export SYNTH_MEMORY_MAX_BITS = 65536
</file>
<file path="flow/constraint.sdc">
current_design LSB

set clk_period 40.6
set clk_io_pct 0.2

create_clock -name clk0 -period $clk_period [get_ports {clk_in}]

set non_clock_inputs [all_inputs -no_clocks]
set_input_delay [expr $clk_period * $clk_io_pct] -clock clk0 $non_clock_inputs
set_output_delay [expr $clk_period * $clk_io_pct] -clock clk0 [all_outputs]
</file>
==> job_summary.md <==
### Metrics collected by this job

| Metric | Value |
|---|---|
| Run status | `complete, no violations` |
| Worst hold slack | `~450 ps` |
| Clock Tree Buf Depth | `4` |
| Netlist Area Pre-Place | `roughly 240000 um2` |
| Number of nets with antenna violations after routing | `0` |
| Post-route DRC | `0` |
| Synthesized registers | `5691` |
| Cells along the critical path | `buf_2 -> buf_4 -> nor2b_1 -> buf_4 -> nand2_2 -> buf_4 -> a21oi_1 -> inv_1 -> nor4_2 -> buf_4 -> nor2_1 -> inv_2 -> buf_4` |
| TritonCTS buffer count | `599` |
| Portion of the post-synthesis area used by sequential elements | `just over 60%` |
| Max-slew headroom | `26.1%` |
| Detailed placer's ending HPWL | `roughly 520 mm` |
| Weighted congestion at the end of routability-driven global placement | `0.912` |
| Wire length of the first global-routing pass | `between 1000 and 1500 mm` |
| Fill cell count | `75800` |
| Worst Max-Slew Pin Slew | `approximately 1100 ps` |
| FP Core Util | `30.2%` |
| Count of tool warnings | `~80` |
| CP Buf/Inv Count | `8` |
| CP Max Fanout | `between 50 and 60` |
| H-tree Lvls | `6` |
| Clock sink total | `approximately 5700` |
| Biggest cell delay along the critical path | `590 ps` |
| Total gr overflow | `0` |
| Root Driver | `sky130_fd_sc_hd__clkbuf_16` |
| Wirelength per Cell | `around 27 um` |
| Post-synthesis share of cell area spent on xor and xnor gates | `2.15%` |
| Number of cells in Yosys stat | `19500` |
| Antenna violations before repair | `around 94` |
| Final Critical Period | `between 10000 and 15000 ps` |
| Insertion delay of the later-clocked pin in the worst-skew pair | `between 1000 and 1500 ps` |
| Number of synthesis warnings | `1` |
| Unrepaired setup endpoints after global routing | `no` |
| Met2 Wirelength | `352 mm` |
| Fraction of final layout cells sized beyond drive strength 1 | `a little under a fifth` |
| Core area | `~800000 um2` |
| Footprint of the multi-input gates | `about 85000 um2` |
| Biggest combinational cell group after synthesis | `multiplexers` |
| Number of search-and-repair iterations in the first detailed-routing pass | `6` |
| Highest metal layer with signal wires | `met5` |
| Via count of the first global-routing pass | `163000` |
| Met1 Routed Length | `around 290 mm` |
| Syn Inst Count | `19500` |
| Maximum number of pins on one net before global-route repair | `104` |
| Post-cts sizing count | `0` |
| Most repeated library cell on the critical path | `sky130_fd_sc_hd__buf_4` |
| Maximum ir drop on the vdd rail | `around 0.044 mV` |
| Post-synth tally of flip-flops with integrated enable | `3528` |
| Leak pwr | `roughly 0.091 uW` |
| WP data required | `41350 ps` |
| Count of final max-slew check failures | `0` |
| Die Wd | `about 900 um` |
| Path category of the worst min-delay check | `reg -> reg` |
| Most used flip-flop cell after synthesis | `sky130_fd_sc_hd__edfxtp_1` |
| Met3 routed wirelength | `~150 mm` |
| Post-route fraction of the period consumed by the critical path | `a little under a third` |
| Start-to-end type of the worst setup path | `in -> reg` |
| Kind of cell with the highest combined delay on the critical path | `buffers and inverters` |
| Area used by sequential logic in the layout | `149000 um2` |
| Highest attainable clock frequency | `0.0786 GHz` |
| Fraction of synthesized cell area taken by the top area cell type | `roughly 44%` |
| Aggregate global-route resource usage | `about a fifth` |
| TritonCTS clock tree | `built` |
| Share of flip-flops with an asynchronous set or reset | `0%` |
| Area fraction in mux cells | `between 10% and 20%` |
| Post-Synthesis Mean Instance Area | `between 10 and 15 um2` |
| Setup Viol. Count Final | `0` |
| Unique masters post-synth | `107` |
| Fin Clk Skew | `103 ps` |
| Smallest setup slack after layout | `~28000 ps` |
| DR iter-0 viols | `approximately 14000` |
| Worst setup EP type | `flip-flop` |
| Via count | `roughly 160k` |
| Sum of routed wire length over all layers | `833 mm` |
| Power density relative to cell area | `roughly 44 nW/um2` |
| Area fraction in compound gates | `slightly below 9%` |
| Pre-CTS setup slack | `26930 ps` |
| Post-DR vias/cell | `between 5 and 6` |
| Clk slew on worst S/H paths | `approximately 60 ps` |
| Chip area line of the yosys report | `~240000 um2` |
| Die ar. | `between 800000 and 900000 um2` |
| Kind of start point of the critical path | `input port` |
| I/O pin total | `around 400` |
| Simple share | `under 10%` |
| Data arrival time of the worst path | `13470 ps` |
| Row count | `328` |
| Area contributors post-synth | `sky130_fd_sc_hd__edfxtp_1 44%, sky130_fd_sc_hd__dfxtp_1 18%, sky130_fd_sc_hd__mux4_2 9.6%` |
| Worst path slowest cell | `sky130_fd_sc_hd__a21oi_1` |
| Port Buffer Count | `between 300 and 400` |
| Library cell with the largest summed area after synthesis | `sky130_fd_sc_hd__edfxtp_1` |
| Adder Area Share | `0.302%` |
| Accumulated negative setup slack | `0 ps` |
| Number of max-capacitance violations reported | `0` |
| Final hold violation count | `0` |
| Number of buffers inserted by post-CTS setup repair | `0` |
| Growth of design area from synthesis to finish | `14.7%` |
| Vert. Die Dim | `approximately 900 um` |
| Hold-fix buffers at CTS | `0` |
==> flip-flops by register name, indices dropped and copies added (netlist names), 32 cells and up, named ones only <==
register,count
Imm,1024
ROB_Number_,160
_OpCode,192
data_addr,32
data_val,32
Reg_Status2,1024
Value,32
commited_number,32
Reg_Data1,1024
Commited,32
Valid,32
Reg_Status1,1024
Reg_Data2,1024
==> logic make-up (layout without fill, tap and decap cells) <==
kind of cell	after synthesis	count (layout)
compound gates	3941	3941
xor+xnor	588	588
fa+ha+maj	57	57
buf+inv	1938	2241
flops	5691	5691
mux	1957	1957
other cells	1	22
simple gates	5359	5359
==> stage by stage <==
| step | power [uW] | std cells | cell area, um2 | util, % |
|---|---|---|---|---|
| floorplan | 6690 | 19500 | 241000 | - |
| global placement | 6900 | 29300 | 257000 | 32.2 |
| detailed placement | 6910 | 29300 | 257000 | 32.2 |
| CTS | 12300 | 30400 | 276000 | 34.6 |
| global route | 12600 | 30400 | 276000 | 34.6 |
| finish | 12300 | 30400 | 276000 | 34.6 |
==> cell usage in the layout, fill, tap and decap left out, types with 31 or more instances in the layout <==
cell                                 n
sky130_fd_sc_hd__inv_2              36
sky130_fd_sc_hd__nand2_1          1739
sky130_fd_sc_hd__nand4_1           186
sky130_fd_sc_hd__clkbuf_1          134
sky130_fd_sc_hd__inv_4              31
sky130_fd_sc_hd__xnor2_1           350
sky130_fd_sc_hd__clkbuf_8           64
sky130_fd_sc_hd__clkbuf_16         604
sky130_fd_sc_hd__ha_1               55
sky130_fd_sc_hd__xor2_1            234
sky130_fd_sc_hd__inv_1              50
sky130_fd_sc_hd__a21oi_1          1903
sky130_fd_sc_hd__a22oi_1            40
sky130_fd_sc_hd__nand2_4            42
sky130_fd_sc_hd__nand2_2            33
sky130_fd_sc_hd__nand3_1           200
sky130_fd_sc_hd__mux4_2           1028
sky130_fd_sc_hd__a21o_1             33
sky130_fd_sc_hd__clkinv_1           78
sky130_fd_sc_hd__o21ai_1            34
sky130_fd_sc_hd__buf_4             667
sky130_fd_sc_hd__mux2_2            764
sky130_fd_sc_hd__o21ai_0          1628
sky130_fd_sc_hd__nor3_1            155
sky130_fd_sc_hd__clkinv_2           97
sky130_fd_sc_hd__and2_1             44
sky130_fd_sc_hd__dfxtp_1          2158
sky130_fd_sc_hd__buf_2              34
sky130_fd_sc_hd__nor4_1            426
sky130_fd_sc_hd__or4_1              61
sky130_fd_sc_hd__edfxtp_1         3528
sky130_fd_sc_hd__o211ai_1           39
sky130_fd_sc_hd__and3_1             34
sky130_fd_sc_hd__clkdlybuf4s50_1   321
sky130_fd_sc_hd__mux2i_1           118
sky130_fd_sc_hd__nor2_1           2183
==> worst register-to-register path, stage by stage (launching register included) <==
cell                       delay, ps
sky130_fd_sc_hd__dfxtp_4         590
sky130_fd_sc_hd__buf_4           470
sky130_fd_sc_hd__buf_4           660
sky130_fd_sc_hd__buf_4           680
sky130_fd_sc_hd__buf_4           730
sky130_fd_sc_hd__mux4_2          460
sky130_fd_sc_hd__mux4_2          560
sky130_fd_sc_hd__mux2_2          390
sky130_fd_sc_hd__ha_1            390
sky130_fd_sc_hd__and3_1          210
sky130_fd_sc_hd__and2_1          180
sky130_fd_sc_hd__a221oi_1        760
sky130_fd_sc_hd__nand2_1         200
sky130_fd_sc_hd__xor2_2          190
sky130_fd_sc_hd__buf_4           210
sky130_fd_sc_hd__o311ai_4        140
sky130_fd_sc_hd__buf_4           270
sky130_fd_sc_hd__nand2_1         290
sky130_fd_sc_hd__nand2_2         340
sky130_fd_sc_hd__buf_4           580
==> path summary, 6_finish.rpt <==
kind,startpoint,depth (start not counted),slack (ps),endpoint
hold / removal,Reg_Status1[30][30]$_SDFFE_PP0P_,2,450,Reg_Status1[30][30]$_SDFFE_PP0P_
setup reg to reg,flip-flop,19,31870,data_addr[20]$_DFFE_PP_
hold reg to reg,Reg_Status1[30][30]$_SDFFE_PP0P_,2,450,Reg_Status1[30][30]$_SDFFE_PP0P_
setup / recovery,rdy_in,13,27880,Reg_Data2[19][12]$_DFFE_PP_
==> layout make-up <==
class / instances / area share [%]
Sequential cell: 5691 / 54.0
Multi-Input combinational cell: 11900 / 30.8
Tap cell: 10600 / 4.78
Antenna cell: 21 / 0.0190
Inverter: 129 / 0.207
Clock buffer: 802 / 5.97
Clock inverter: 276 / 1.06
Timing Repair Buffer: 1034 / 3.11
==> synth_stat cells, drive strengths merged, types with 12 or more instances <==
| master | number |
|---|---|
| a22oi | 41 |
| xor2 | 235 |
| mux4 | 1039 |
| o211ai | 40 |
| xnor2 | 351 |
| mux2 | 768 |
| nor2 | 2186 |
| nor2b | 30 |
| o2bb2ai | 22 |
| o21ai | 1665 |
| nor4 | 448 |
| nand3 | 223 |
| nor3 | 173 |
| nor3b | 12 |
| ha | 55 |
| and2 | 45 |
| and3 | 35 |
| a21oi | 1903 |
| inv | 123 |
| a32o | 13 |
| or4 | 73 |
| a31oi | 28 |
| o41ai | 15 |
| edfxtp | 3528 |
| nand2b | 22 |
| nand2 | 1814 |
| nand3b | 16 |
| a211oi | 16 |
| buf | 282 |
| mux2i | 150 |
| a21o | 33 |
| o22ai | 14 |
| or3 | 17 |
| a2bb2oi | 26 |
| dfxtp | 2163 |
| clkbuf | 1526 |
| nor4b | 15 |
| o31ai | 21 |
| nand4 | 187 |
| and4 | 16 |
==> metal layers <==
layer / GRT usage, % / up-vias
met5: 2.23 / -
met2: 29.5 / 10800
met3: 16.4 / 1805
met4: 7.43 / 67
met1: 25.4 / 78100
li1: - / 71600
==> power breakdown <==
part	internal (uW)	leakage, uW	switching [uW]
Combinational	200	0.0319	339
Sequential	6220	0.0492	46.9
Clock	3070	0.00946	2390
Power is estimated from default activity; no workload was simulated.
