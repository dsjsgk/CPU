$ cat ./design.v
module REGFile (
    input wire clk_in,
    input wire rst_in,
    input wire rdy_in,
    input wire clear,
    input wire Status_Change_1,
    input wire[4:0] register_addr_1,
    input wire[31:0] goal_1,
    input wire Status_Change_2,
    input wire[4:0] register_addr_2,
    input wire[31:0] goal_2,
    input wire[4:0] Number,
    input wire en_in_1,
    input wire en_in_2,
    input wire [4:0] register_addr_1_out,
    input wire [4:0] register_addr_2_out,
    output reg[31:0] Status_1,
    output reg[31:0] Status_2,
    output reg[31:0] data_1,
    output reg[31:0] data_2
);
reg[31:0] register_data[31:0];
reg[31:0] register_status[31:0];
parameter MAXN = 1000;
integer i;
always @(posedge clk_in) begin
    if(rst_in==1'b1) begin
        for(i=0;i<32;i=i+1) begin
            register_status[i] <= 32'd1000;
            register_data[i] <= 0;
        end
    end
    else if(clear) begin
        for(i=0;i<32;i=i+1) begin
            register_status[i] <= 32'd1000;
        end
        if(Status_Change_2==1'b1) begin
            if(register_addr_2!=0)
            register_data[register_addr_2] <= goal_2;
        end
    end
    else if(rdy_in) begin
        if(register_addr_2==register_addr_1) begin
            if(register_addr_1!=0) begin
                if(Status_Change_1==1'b1&&Status_Change_2==1'b1) begin
                    register_status[register_addr_1] <= goal_1;
                    register_data[register_addr_2] <= goal_2;
                end
                else if(Status_Change_1==1'b1) begin
                    register_status[register_addr_1] <= goal_1;
                end
                else if(Status_Change_2==1'b1) begin
                    if(Number==register_status[register_addr_2]) begin
                        register_data[register_addr_2] <= goal_2;
                        register_status[register_addr_2] <= 32'd1000;
                    end
                    else begin
                        register_data[register_addr_2] <= goal_2;
                    end
                end
            end
        end
        else begin
            if(Status_Change_1==1'b1) begin
                if(register_addr_1!=0)
                register_status[register_addr_1] <= goal_1;
            end
            if(Status_Change_2==1'b1) begin
                if(register_addr_2!=0) begin
                    if(Number==register_status[register_addr_2]) begin
                        register_data[register_addr_2] <= goal_2;
                        register_status[register_addr_2] <= 32'd1000;
                    end
                    else begin
                        register_data[register_addr_2] <= goal_2;
                    end
                end
            end
        end
    end
end
always @(*) begin
    if(en_in_1==1'b1) begin
        Status_1=register_status[register_addr_1_out];
        data_1=register_data[register_addr_1_out];
    end
    else begin
        Status_1=0;
        data_1=0;
    end
    if(en_in_2==1'b1) begin
        Status_2=register_status[register_addr_2_out];
        data_2=register_data[register_addr_2_out];
    end
    else begin
        Status_2=0;
        data_2=0;
    end
end
endmodule
$ cat ./run.sh
#!/bin/bash
# OpenROAD 26Q1-2900-gdf79404cd8, Yosys 0.63+post, stock flow scripts
make -C /OpenROAD-flow-scripts/flow DESIGN_CONFIG=/design/flow/config.mk WORK_HOME=/design/flow/orfs finish
$ cat ./config.mk
export PLATFORM = sky130hd
export DESIGN_NAME = REGFile
export DESIGN_NICKNAME = REGFile
export VERILOG_FILES = /design/flow/design.v
export SDC_FILE = /design/flow/constraint.sdc
export NUM_CORES = 4
export LEC_CHECK = 1
export CORE_UTILIZATION = 40
$ cat ./constraint.sdc
current_design REGFile

set clk_period 10.3
set clk_io_pct 0.2

create_clock -name clk0 -period $clk_period [get_ports {clk_in}]

set non_clock_inputs [all_inputs -no_clocks]
set_input_delay [expr $clk_period * $clk_io_pct] -clock clk0 $non_clock_inputs
set_output_delay [expr $clk_period * $clk_io_pct] -clock clk0 [all_outputs]
==> flow_summary_export.csv <==
group,metric,value,unit
grt,grt_use_total,34.50,%
routing,wl,450900,microns
critical_path,startpoint_type,"input pin",
grt,use_met1,38.32,%
die,num_io_pins,225,
timing,tightest_slew,1157,ps
grt,grtUsageMet2,47.69,%
routing,drt-initial-drc-count,7638,
routing,viasPerCell,6.434,
routing,vias,84510,
grt,grt.busiest_layer,"met2",
grt,grt_pass1_wl,639500,microns
cts,numCtsBuffers,222,
synth,yosysSeqAreaShare,45.85,%
critical_path,worstPathRequired,8240,ps
cts,clkSinkCount,2048,
timing,slew_violations,0,
run_status,outcome,"finished, final reports clean",
cts,cts_resized,0,
grt,grt_pass1_vias,86800,
grt,grt_overflow_total,0,
grt,antenna_found_initial,38,
cts,htreeDepth,4,
timing,hold_viol,0,
synth,synth.avg_cell_area,11.85,sq um
die,coreArea,277200,sq um
cts,cts_hold_buffers,0,
synth,async_reset_ff_share,0,%
critical_path,slowest_stage,"buf_4",
placed_design,post-place-ws,2513,ps
grt,grt_max_degree,150,
routing,routedWlPerCell,34.33,microns
placed_design,port_buffers,224,
power,powerDensity,150.8,nW/um^2
placed_design,gp_congestion,0.9987,
timing,finalSetupViolCount,0,
die,die_area,281600,sq um
critical_path,critical_path_arrival,5720,ps
synth,synth.distinct_cells,66,
routing,firstDrtPassIters,6,
final_layout,drive_gt1_share,22.46,%
run,warnings,34,
synth,netlist_area,111800,sq um
grt,grtUsageMet3,26.04,%
routing,drc,0,
die,fp_util,40.32,%
timing,layout_setup_ws,2524,ps
timing,setup_tns,0,ps
timing,slew_headroom,21.91,%
final_layout,fillerInstances,24220,
power,ir_drop,145.7,uV
critical_path,cpPeakStageDelay,580,ps
timing,fin_crit_sh,75.50,%
timing,finalClockSkew,77.01,ps
placed_design,dp_hpwl,272300,microns
cts,post-cts-setup-buffer-count,0,
critical_path,rr_worst_depth,9,
timing,rsz0062_at_grt,"false",
cts,clk_pin_slew,60,ps
hold_path,hp-class,"register to register",
run,max-cap-violations,0,
synth,ys_cells,9429,
critical_path,path_cells,"buf_8 > buf_4 > buf_4 > mux4_2 > mux4_2 > mux2i_1 > nor2b_1 > clkdlybuf4s50_1",
power,leakage,0.04454,uW
critical_path,critPathKind,"input pin to output pin",
critical_path,cp-end-kind,"output pin",
synth,ys_seq_elements,2048,
timing,fin_crit,7776,ps
synth,yosys-stat-area,111800,sq um
synth,edf_count,1024,
die,die_w,530.6,microns
hold_path,holdPathStages,2,
cts,cts_tree,"done",
critical_path,path_max_fanout,34,
cts,cts.path.max_buffers,4,
final_layout,area.growth.synth_to_final,11.87,%
timing,fmax,0.1286,GHz
synth,yosys_warnings,1,
routing,ant_nets,0,
cts,clock_latency,920,ps
cts,ctsRootBufferMaster,"clkbuf_16",
synth,synthCells,9429,
synth,ff_type,"edfxtp_1",
die,die_h,530.6,microns
die,rows,193,
## synth_stat cells, types with 10 or more instances
cell / count / area share, %
nand2_1: 1576 / 5.3
mux4_2: 1300 / 26
dfxtp_1: 1024 / 18
edfxtp_1: 1024 / 28
and2_1: 1022 / 5.7
nand3_1: 849 / 3.8
clkbuf_1: 775 / 2.6
nor2_1: 296 / 0.99
nor3_1: 217 / 0.97
mux2i_1: 198 / 1.8
nor4_1: 177 / 0.99
o21ai_0: 162 / 0.73
buf_1: 158 / 0.53
nor2b_1: 130 / 0.73
a21boi_0: 93 / 0.62
a21oi_1: 46 / 0.21
or2_2: 36 / 0.20
o21ai_1: 32 / 0.14
a21boi_1: 31 / 0.21
nand4_4: 31 / 0.59
nor4_2: 29 / 0.32
buf_2: 26 / 0.12
o32ai_1: 23 / 0.18
or3_1: 21 / 0.12
nand4_1: 14 / 0.078
o22ai_1: 12 / 0.067
buf_4: 10 / 0.067
## power breakdown
part | total (uW) | leakage (uW) | switching [uW] | internal (uW)
registers | 8890 | 0.0180 | 117 | 8780
clock network | 8010 | 0.00347 | 3460 | 4550
logic | 1950 | 0.0231 | 1170 | 782
total | 18900 | 0.0445 | 4740 | 14100
## worst paths after layout
path / from / end / slack, ps
worst max-delay path: register_addr_1_out[0] / data_1[5] / 2520
worst min-delay path: register_status[25][30] / register_status[25][30] / 480
worst max register to register: register_status[23][27] / register_status[15][1] / 5440
worst min register to register: register_status[25][30] / register_status[25][30] / 480
## stage by stage
stage / cells / hold WS [ps] / power [uW] / instance area, sq um / utilization (%)
final: 13130 / 482.0 / 18850 / 125000 / 45.11
after global routing: 13110 / 496.2 / 19290 / 125000 / 45.09
after CTS: 13100 / 479.3 / 18860 / 125000 / 45.08
after detailed placement: 12700 / 469.2 / 10980 / 117900 / 42.52
after global placement: 12700 / 462.6 / 10960 / 117900 / 42.52
after floorplan: 9460 / 448.4 / 10220 / 111900 / -
## sequential cells by signal, summed over array words and instances (netlist names)
register         flops
register_data     1024
register_status   1024
## layout by cell type (no fill, tap or decap), types with 12 or more instances in the layout
cell             netlist  final
mux4_2              1300   1300
a21oi_1               46     46
nand3_1              849    848
a21boi_0              93     93
o32ai_1               23     23
nand4_1               14     14
o22ai_1               12     12
nor3_1               217    217
clkbuf_8               0     25
a21boi_1              31     31
nor2_1               296    233
nor2_2                 0     12
diode_2                0     31
conb_1                 1     32
clkdlybuf4s50_1        0    208
clkinv_1               0     20
or2_2                 36     35
clkinvlp_4             0     12
clkinv_2               0     43
nand2_1             1576   1576
o21ai_0              162    162
nor2b_1              130    129
nand4_4               31     31
buf_12                 1     23
nor4_2                29     29
buf_4                 10    273
or3_1                 21     21
clkbuf_16              0    227
dfxtp_1             1024   1024
o21ai_1               32     32
edfxtp_1            1024   1024
and2_1              1022   1022
nor2_4                 0     51
bufinv_16              0     14
mux2i_1              198    198
nor4_1               177    177
clkbuf_1             775     54
## per-layer routing
| metal | vias to the layer above | share of wire [%] |
|---|---|---|
| li1 | 34760 | - |
| met1 | 41100 | 31 |
| met2 | 6926 | 43 |
| met3 | 1655 | 19 |
| met4 | 62 | 7.2 |
| met5 | - | 0.24 |
## critical path: cells and delay by family
| kind | cells | cell delay, ps |
|---|---|---|
| buffers and inverters | 4 | 1840 |
| AND/OR/NAND/NOR | 1 | 110 |
| multiplexers | 3 | 1610 |
## cell families (layout without fill, tap and decap cells)
kind of cell	count (synthesis)	after routing	synth area share, %
other cells	1	63	0.003355
simple gates	4443	4443	20.14
xor+xnor	9	9	0.07724
flops	2048	2048	45.85
compound gates	443	443	2.474
buf+inv	982	920	3.442
mux	1503	1503	28.02
## cell type report
type / count / area (sq um) / share of cell area [%]
Sequential cell: 2048 / 51250 / 40.98
Inverter: 3 / 11.26 / 0.009005
Antenna cell: 31 / 77.57 / 0.06204
Tap cell: 3705 / 4636 / 3.707
Timing Repair Buffer: 517 / 4752 / 3.800
Clock inverter: 94 / 859.6 / 0.6874
Clock buffer: 306 / 6227 / 4.980
Multi-Input combinational cell: 6430 / 57230 / 45.77
Power and IR drop assume default switching activity.
